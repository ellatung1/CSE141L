`flow/design.v`:
```
module RegFile(
  input      Clk,	  
             Wen,     
  input[1:0] Ra,      
             Rb,      
			 Wd,	  
  input[7:0] Wdat,    
  output[7:0]RdatA,	  
             RdatB);  
  logic[7:0] Core[4];  
  always_ff @(posedge Clk)
    if(Wen) Core[Wd] <= Wdat;
  assign RdatA = Core[Ra];
  assign RdatB = Core[Rb];
endmodule
```
`flow/run.sh`:
```
#!/bin/bash
# OpenROAD 26Q1-2900-gdf79404cd8, Yosys 0.63+post, stock flow scripts
make -C /OpenROAD-flow-scripts/flow DESIGN_CONFIG=/design/flow/config.mk WORK_HOME=/design/flow/orfs finish
```
`flow/constraint.sdc`:
```
current_design RegFile

set clk_period 2.7
set clk_io_pct 0.2

create_clock -name clk0 -period $clk_period [get_ports {Clk}]

set non_clock_inputs [all_inputs -no_clocks]
set_input_delay [expr $clk_period * $clk_io_pct] -clock clk0 $non_clock_inputs
set_output_delay [expr $clk_period * $clk_io_pct] -clock clk0 [all_outputs]
```
`flow/config.mk`:
```
export PLATFORM = sky130hd
export DESIGN_NAME = RegFile
export DESIGN_NICKNAME = RegFile
export VERILOG_FILES = /design/flow/design.v
export SDC_FILE = /design/flow/constraint.sdc
export NUM_CORES = 4
export LEC_CHECK = 1
export CORE_AREA = 10 10 101 101
export DIE_AREA = 0 0 111 111
```
==> results.rst <==
Flow metrics
------------

.. list-table::
   :header-rows: 1

   * - Metric
     - Value
   * - Adders+Majority by Area
     - 0%
   * - Critical Path Fanout Max
     - 8
   * - Starting DRC count in detailed routing
     - 41
   * - Static leakage
     - 0.6196 nW
   * - Biggest area cells
     - sky130_fd_sc_hd__edfxtp_1, sky130_fd_sc_hd__mux4_2, sky130_fd_sc_hd__buf_6, sky130_fd_sc_hd__and3b_1, sky130_fd_sc_hd__clkbuf_2
   * - Power per standard cell area
     - 527.9 mW/mm^2
   * - Count of standard-cell rows
     - 33
   * - Cells along the critical path
     - clkdlybuf4s50_1, buf_12, mux4_2, clkdlybuf4s50_1
   * - Antenna Diode Count
     - 0
   * - Library cells used by synthesis
     - 7
   * - Endpoints failing hold
     - 0
   * - GR Overflow Total
     - 0
   * - Detailed-route via count
     - 755
   * - Number of placed instances, taps included
     - 193
   * - Placement-stage worst setup slack
     - -0.02754 ns
   * - Async set-or-reset flop fraction in the synthesized netlist
     - 0%
   * - Tot GR Track Use
     - 4.949%
   * - Final antenna-violating net count
     - 0
   * - Pin count of the biggest net entering global routing
     - 9
   * - IO Pins
     - 32
   * - Die width
     - 111 um
   * - Final Non-Filler Cells
     - 198
   * - Delay of the slowest cell on the worst path
     - 0.50 ns
   * - Count of H-tree levels built during CTS
     - 2
   * - Type of the worst min-delay path
     - in -> reg
   * - Post-cts hold buffer count
     - 0
   * - Min Clock Period, post-route
     - 2.474 ns
   * - Library cell with the largest summed area after synthesis
     - sky130_fd_sc_hd__edfxtp_1
   * - RD Place Congestion
     - 0.6623
   * - Core utilization at floorplan
     - 17.03%
   * - Cell Area, Placed
     - 0.001882 mm^2
   * - Number of sinks on the clock net
     - 32
   * - Worst Hold Margin
     - 0.9090 ns
   * - Wire per inst
     - 15.51 um
   * - CP Data Arrival Time
     - 1.93 ns
   * - Flop and latch count out of synthesis
     - 32
   * - Worst ir drop on vdd
     - 0.1382 mV
   * - Cts bufs inserted
     - 5
   * - Main kind of combinational logic by area
     - multiplexers
   * - Slew at the pin closest to its max-slew limit
     - 0.4424 ns
   * - Result of the run
     - finished, final reports clean
   * - DIE AREA
     - 0.01232 mm^2
   * - Share of cells above drive strength 1
     - 27.96%
   * - Synth Seq Share
     - 69.38%
   * - Max reg flops
     - 32
   * - Mean Syn Cell Area
     - 24.73 um^2
   * - Number of cell instances after yosys synthesis
     - 56
   * - Met2 Routed Length
     - 1602 um
   * - AND-OR/OR-AND Cells, Area Fraction
     - 0%
   * - Slew margin rel.
     - 70.51%
   * - CP required
     - 2.16 ns
   * - WL met3
     - 522 um
   * - Die outline height
     - 111 um
   * - Sum of routed wire segments on met1
     - 901 um
   * - DRC violations left
     - 0
   * - Layout Utilization
     - 23.95%
   * - Count of flip-flops with a built-in enable after synthesis
     - 32
   * - Area grow syn2layout
     - 40.65%
   * - Antenna violations before repair
     - 0
   * - Number of buffers on the longest clock path
     - 2
   * - Startpoint type of the worst setup path
     - primary input
   * - Number of detailed-routing iterations run before antenna repair
     - 4
   * - Largest registers
     - Core (32)
   * - Post-route cell area
     - 0.001948 mm^2
   * - CTS root buf
     - sky130_fd_sc_hd__clkbuf_8
   * - Combined area of all synthesized cells
     - 0.001385 mm^2
   * - Number of max-cap violations
     - 0
   * - Highest routing layer actually used
     - met4
   * - Achievable frequency
     - 404.3 MHz
   * - Synth Instances
     - 56
   * - Most used flip-flop cell
     - sky130_fd_sc_hd__edfxtp_1
   * - Area share of and/or/nand/nor cells after synthesis
     - 2.258%
   * - Cell seen most often among critical-path stages
     - sky130_fd_sc_hd__clkdlybuf4s50_1
   * - Clock tree from TritonCTS
     - yes
   * - Most used standard cells in the synthesized netlist
     - sky130_fd_sc_hd__edfxtp_1, sky130_fd_sc_hd__mux4_2, sky130_fd_sc_hd__and3b_1, sky130_fd_sc_hd__buf_6, sky130_fd_sc_hd__clkbuf_2
   * - Most used standard cell by instance count after synthesis
     - sky130_fd_sc_hd__edfxtp_1
   * - MUX share of area
     - 26.02%
   * - Area leader share
     - 69.38%
   * - Total tool warning count
     - 25
   * - Slack of the critical path
     - 0.2264 ns
   * - Detail-routed via count per cell
     - 3.813
   * - Number of warnings printed during yosys synthesis
     - 1
   * - Xor/xnor share of the synthesized area
     - 0%
   * - Clock-pin transition on the worst setup and hold timing paths
     - 0.05 ns
   * - RSZ-0062 raised after global routing
     - no
   * - Top register by number of flip-flops
     - Core
   * - Critical path start-end classification
     - in -> out
   * - Slowest CP cell
     - sky130_fd_sc_hd__clkdlybuf4s50_1
   * - Post-route total power
     - 1.028 mW
   * - Post-route clock period utilization
     - 91.61%
   * - Number of global-route vias before repair
     - 837
   * - Count of buffers inserted at the top-level ports
     - 31
   * - Total setup violations reported at the end of the flow
     - 0
   * - DRT Wirelength
     - 3071 um
   * - Final max-slew violation count
     - 0
   * - Core Region
     - 0.008134 mm^2
   * - Kind of capture point of the worst setup path
     - primary output
   * - First-pass GRT wire length
     - 4602 um
   * - Setup TNS
     - 0 ns
   * - Post-synth area from yosys stat
     - 0.001385 mm^2
-- what timing repair did --
action | 4_1_cts | 5_1_grt
setup endpoints to repair | 4 | 0
setup buffers | 0 | 0
gates resized | 2 | 0
-- critical path: cells and delay by family --
kind	cells	cell delay (ns)
buffers and inverters	3	1.07
muxes	1	0.32
-- cells in the final DEF (no fill, tap or decap) --
master                            synthesis  routed
sky130_fd_sc_hd__and3_1                   1       1
sky130_fd_sc_hd__and3b_1                  2       2
sky130_fd_sc_hd__buf_12                   0       4
sky130_fd_sc_hd__buf_4                    0       1
sky130_fd_sc_hd__clkbuf_8                 0       5
sky130_fd_sc_hd__clkdlybuf4s50_1          0      29
sky130_fd_sc_hd__dlygate4sd2_1            0       2
sky130_fd_sc_hd__edfxtp_1                32      32
sky130_fd_sc_hd__mux4_2                  16      16
sky130_fd_sc_hd__nor3b_1                  1       1
-- layer usage --
layer / GRT usage (%) / vias up
li1: - / 325
met1: 4.023 / 371
met2: 8.530 / 52
met3: 4.707 / 7
met4: 0.6944 / 0
met5: 0 / -
-- area by class of cell --
| class | instances | area [um^2] |
|---|---|---|
| fill | 810 | 6186 |
| sequential | 32 | 960.9 |
| timing repair buffer | 36 | 395.4 |
| multi-input combinational | 20 | 391.6 |
| tap | 105 | 131.4 |
| clock buffer | 5 | 68.82 |
-- final timing paths --
check	from	to	slack, ns	cells after the start
hold / removal	Wdat[0]	Core[0][0]	0.91	1
setup / recovery	Rb[1]	RdatB[5]	0.23	4
-- report_power, final --
group / internal (mW) / switching, mW
clock network: 0.164 / 0.131
logic: 0.103 / 0.0434
registers: 0.575 / 0.0112
-- cell families (layout without fill, tap and decap cells) --
family | count (synthesis) | count (layout)
AND/OR/NAND/NOR | 4 | 4
buffers and inverters | 4 | 41
flip-flops | 32 | 32
multiplexers | 16 | 16
No activity file was given, so power comes from the tool's default toggle rates.
